==> flow/design.v <==
module adder(
    input logic [31:0] a,  
    input logic [31:0] b,  
    output logic [31:0] sum  
);
    always_comb begin
        sum = a + b;  
    end
endmodule
==> flow/run.sh <==
#!/bin/bash
# OpenROAD 26Q1-2900-gdf79404cd8, Yosys 0.63+post, stock flow scripts
make -C /OpenROAD-flow-scripts/flow DESIGN_CONFIG=/design/flow/config.mk WORK_HOME=/design/flow/orfs finish
==> flow/config.mk <==
export PLATFORM = sky130hd
export DESIGN_NAME = adder
export DESIGN_NICKNAME = adder
export VERILOG_FILES = /design/flow/design.v
export SDC_FILE = /design/flow/constraint.sdc
export NUM_CORES = 4
export LEC_CHECK = 1
export CORE_AREA = 10 10 94 94
export DIE_AREA = 0 0 104 104
==> flow/constraint.sdc <==
current_design adder

set clk_period 14.5
set clk_io_pct 0.2

create_clock -name clk0 -period $clk_period

set non_clock_inputs [all_inputs -no_clocks]
set_input_delay [expr $clk_period * $clk_io_pct] -clock clk0 $non_clock_inputs
set_output_delay [expr $clk_period * $clk_io_pct] -clock clk0 [all_outputs]
==> git commit body <==
Store results of the implementation flow

* Outcome: finished, final reports clean
- Switching power as a fraction of the total was reported as 0.398.
- For the final routed database, the setup TNS stands at 0 ns.
* WHS Endpoint: sum[0]
* Vias in the first global route: 2044
* Relative slew margins: 0.633
- The global routing report lists met1 layer usage as 0.144.
- Pin count of the biggest net entering global routing: 11
- Switching power total: ~53 uW
- Detailed-routing iteration count for the pre-antenna-repair pass: 4
* Met2 Resource Use GR: 0.166
* Max Slew Vio Count: 0
- Antenna viol nets, final: 0
- Detail Placement HPWL: 5180 um
* Die y size: 104 um
- The script computed a power per unit cell area of about 48 mW/mm2.
- Cell types occupying the most area after synthesis: sky130_fd_sc_hd__ha_1, sky130_fd_sc_hd__a21oi_1, sky130_fd_sc_hd__a21o_1, sky130_fd_sc_hd__xor2_1, sky130_fd_sc_hd__xnor2_1
- Req. time, crit path: ~12 ns
* Worst Setup End Kind: primary output
- Per the detail_route report, vias per standard cell equal 4.91.
* Fraction of layout instances using a drive strength above 1: 0.0307
* Cell Type Count: 50
- Maximum VDD drop: 0.0225 mV
- GRT Overall Usage: 0.102
* Synthesized area divided by synthesized cell count: 7.24 um2
- The number of setup buffers added after CTS is 0.
* Flop area: 0 um2
- Yosys stat chip area: 0.00174 mm2
* DRC violation count after routing: 0
- STA classifies the critical path startpoint as an input port.
* Cell with the most instances after synthesis: sky130_fd_sc_hd__ha_1
* Clock buffers: 0
- Gates resized during post-CTS repair numbered 0.
* Die width: 104 um
* Adder share: 0.234
* Number of violations reported at the end of detailed-routing iteration 0: between 100 and 150
- Before CTS, the worst setup slack after placement is roughly 5.7 ns.
- Busiest layer in global routing: met2
- Routing resource usage on met3 recorded by global route was 0.0194.
* Maximum fanout count along the critical path: 4
- Static power due to leakage: between 0.001 and 0.0015 uW
* Wire length of the first global-routing pass: slightly below 10000 um
- The pin closest to its max-slew limit shows a slew of 0.537 ns.
- Final setup fails: 0
- Sequential power share: 0
* Io pins: about 96
- Per the layout area report, the combinational gate area comes to ~0.0017 mm2.
* Global-route congestion overflow total: 0
- Seq cells: 0
* Number of placement rows: 30
* Hold violation total from the final report: 0
- Placer congestion estimate: approximately 0.82
- According to the timing report, the arrival time at the worst endpoint equals around 5.9 ns.
- Via Count: 2070
- In this run, the synthesized area fraction spent on xor and xnor cells is recorded as 0.141.
* Commonest cells in the netlist: sky130_fd_sc_hd__ha_1, sky130_fd_sc_hd__a21oi_1, sky130_fd_sc_hd__a21o_1
* Fraction of the mapped netlist area in compound gates: 0.393
- The number of antenna violations at the first check in global routing was 0.
- Per the post-synthesis report, the number of cells in the design is between 200 and 250.
- The launch point of the worst min-delay path is recorded as b[0].
* Number of violations of the max-capacitance limit: 0
- Tightest Hold Check Type: in -> out
- The flow reports an fmax of 114 MHz.
- Core region area: 0.00683 mm2
- The power report attributes to the clock group a share of 0.
- Per the layout report, the design carries 728 filler cells.
- Area growth from synthesis to layout: 59.5%
* Sequential area share after synthesis: 0
* Hold path depth: 3
- The power report attributes to the combinational group a share of 1.000.
- Yosys Instances: 241
- The floorplan step records an initial core utilization of 0.255.
* RSZ-0062 raised after global routing: false
- Once placement completed, the tool counted placed cells totaling around 420.
- The portion of synthesized area spent on multiplexers is 0.0115.
* Chip footprint: about 0.011 mm2
* Time the worst path needs with I/O delays and setup: between 8 and 9 ns
* Final worst slack: ~5.7 ns
* Port-buffer cells: 96
* Ant. Diodes: 0
- The report puts the hold buffer count at CTS at 0.
- After synthesis, the largest family of logic cells by area is AND-OR/OR-AND gates.
* Number of warnings the tools reported: 32
* Warnings, synthesis: 1
* Final worst-path cycle share: 0.605
* Total standard cell area after synthesis: 0.00174 mm2
- Internal cell power: approximately 80 uW
- Total detailed-routing wirelength: 5880 um
* Post-route non-filler standard cell count: 422
* Area fraction in and, or, nand and nor cells: 0.183
* Share of the synthesized area in the top cell type: 0.222
* Drt wl/cell: 13.9 um
* Worst Path Class, Setup: in -> out
- The cell type that accounts for the most area after synthesis is sky130_fd_sc_hd__ha_1.
-- cell families after synthesis --
| kind of cell | Yosys count |
|---|---|
| AOI/OAI and AO/OA | 97 |
| and+or+nand+nor | 65 |
| adders and majority gates | 32 |
| xor gates and xnor gates | 28 |
| buffers and inverters | 17 |
| muxes | 2 |
-- cell usage in the layout (no fill, tap or decap), types with 2 or more instances in the layout --
cell type and count:
sky130_fd_sc_hd__clkdlybuf4s50_1 96, sky130_fd_sc_hd__ha_1 31, sky130_fd_sc_hd__a21oi_1 29, sky130_fd_sc_hd__a21o_1 19
sky130_fd_sc_hd__nand2_1 18, sky130_fd_sc_hd__xor2_1 15, sky130_fd_sc_hd__o21ai_0 13, sky130_fd_sc_hd__xnor2_1 13
sky130_fd_sc_hd__nor2_1 12, sky130_fd_sc_hd__nand3_1 10, sky130_fd_sc_hd__nand4_1 8, sky130_fd_sc_hd__inv_1 6
sky130_fd_sc_hd__o21bai_1 4, sky130_fd_sc_hd__nor3_1 4, sky130_fd_sc_hd__or2_2 3, sky130_fd_sc_hd__a211oi_1 3
sky130_fd_sc_hd__o211ai_1 3, sky130_fd_sc_hd__a31oi_1 3, sky130_fd_sc_hd__o21a_1 2, sky130_fd_sc_hd__o221ai_1 2
sky130_fd_sc_hd__nand2b_1 2, sky130_fd_sc_hd__o311ai_1 2, sky130_fd_sc_hd__mux2i_1 2, sky130_fd_sc_hd__a311oi_1 2
-- power by group through the flow --
stage / Clock, uW / Sequential, uW / Combinational [uW]
CTS: 0 / 0 / 135
global route: 0 / 0 / 148
finish: 0 / 0 / 133
-- per-stage QoR --
stage	power [uW]	hold slack, ns	utilization	area, um2
final	133	6.84	0.407	2780
after global routing	148	6.85	0.407	2780
after CTS	135	6.85	0.407	2780
after detailed placement	134	6.84	0.407	2780
after global placement	135	6.83	0.407	2780
after floorplan	64.1	5.87	-	1740
-- worst max path at each step --
stage | end | from | slack [ns] | cells past startpoint
4_1_cts | sum[26] | a[0] | 5.71 | 11
6_report | sum[26] | a[0] | 5.72 | 11
5_1_grt | sum[26] | a[0] | 5.52 | 11
-- per-layer routing --
metal  part of all wire  vias to the layer above
met5                  0                        -
met4                  0                        0
met3              0.052                        0
met2               0.44                       54
met1               0.50                      929
li1                   -                     1087
-- cell type report --
type                       count  share of cell area
tap                           96              0.0432
timing repair buffer          96               0.345
multi-input combinational    224               0.603
inverter                       6             0.00810
-- worst max-delay path, cell delays in order --
cell	delay (ns)
sky130_fd_sc_hd__clkdlybuf4s50_1	0.40
sky130_fd_sc_hd__ha_1	0.24
sky130_fd_sc_hd__fa_1	0.40
sky130_fd_sc_hd__a21o_1	0.22
sky130_fd_sc_hd__a31o_2	0.27
sky130_fd_sc_hd__nand3_1	0.09
sky130_fd_sc_hd__o221ai_1	0.24
sky130_fd_sc_hd__a311oi_1	0.34
sky130_fd_sc_hd__o21bai_1	0.10
sky130_fd_sc_hd__xor2_1	0.16
sky130_fd_sc_hd__clkdlybuf4s50_1	0.49
Power and IR drop assume default switching activity.
